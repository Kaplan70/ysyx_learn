[flow/run.sh]
#!/bin/bash
# OpenROAD 26Q1-2900-gdf79404cd8, Yosys 0.63+post, stock flow scripts
make -C /OpenROAD-flow-scripts/flow DESIGN_CONFIG=/design/flow/config.mk WORK_HOME=/design/flow/orfs finish
[flow/config.mk]
export PLATFORM = sky130hd
export DESIGN_NAME = pre_encode83
export DESIGN_NICKNAME = pre_encode83
export VERILOG_FILES = /design/flow/design.v
export SDC_FILE = /design/flow/constraint.sdc
export NUM_CORES = 4
export LEC_CHECK = 1
export CORE_AREA = 10 10 70 70
export DIE_AREA = 0 0 80 80
[flow/constraint.sdc]
current_design pre_encode83

set clk_period 1.5
set clk_io_pct 0.2

create_clock -name clk0 -period $clk_period

set non_clock_inputs [all_inputs -no_clocks]
set_input_delay [expr $clk_period * $clk_io_pct] -clock clk0 $non_clock_inputs
set_output_delay [expr $clk_period * $clk_io_pct] -clock clk0 [all_outputs]
[flow/design.v]
module pre_encode83(
        input [7:0]x,
        input en,
        output reg t,
        output reg [2:0]y
);
        always @(x or en) begin
                if(en) begin
                        casez(x)
                                8'b0000_0001: begin
                                        y = 3'b000; 
                                        t = 1'b1;
                                end
                                8'b0000_001?: begin
                                        y = 3'b001; 
                                        t = 1'b1;
                                end
                                8'b0000_01??: begin
                                        y = 3'b010; 
                                        t = 1'b1;
                                end
                                8'b0000_1???: begin
                                        y = 3'b011; 
                                        t = 1'b1;
                                end
                                8'b0001_????: begin
                                        y = 3'b100; 
                                        t = 1'b1;
                                end
                                8'b001?_????: begin
                                        y = 3'b101; 
                                        t = 1'b1;
                                end
                                8'b01??_????: begin
                                        y = 3'b110; 
                                        t = 1'b1;
                                end
                                8'b1???_????: begin
                                        y = 3'b111; 
                                        t = 1'b1;
                                end
                                default: begin
                                        y = 3'b000; 
                                        t = 1'b0;
                                end
                        endcase
                end
                else begin
                        y = 3'b000; 
                        t = 1'b0;
                end
        end
endmodule
==> deck_impl_summary.md <==
Flow Results at a Glance

Run status
  • Outcome: finished clean

Timing
  • RSZ-0062 raised after global routing: yes
  • Endpoints failing setup: 0
  • Fin. Hold Viols: 0
  • Worst Tran Pin Value: 0.2177 ns
  • Setup ws final: 0.05139 ns
  • Setup TNS Final: 0 ns
  • Minimum clock period: 1.449 ns
  • Worst slew margin: 85.38%
  • Final Cycle Share: 96.57%
  • Slew Limit Fails: 0
  • Fmax: 690.3 MHz
  • Hold slack final: 0.9559 ns

Critical path
  • Crit path from: x[6]
  • Arr. time, crit path: 1.15 ns
  • Crit path max-delay family: simple AND/OR/NAND/NOR gates
  • Worst-path fanout max: 3
  • CP Buf/Inv Count: 3
  • WS Path Type: primary input to output pin
  • Crit-path cells: buf_8 > nor4_4 > buf_4 > and3b_1 > nor3_2 > buf_2
  • Worst Path Required: 1.20 ns
  • Crit-path slowest cell: nor4_4
  • CP startpoint kind: primary input
  • CP endpoint kind: output pin
  • CP max stage delay: 0.28 ns

Pwr
  • Flop pwr share: 0%
  • PwrDens: 187.6 mW/mm^2
  • VDD IR max: 0.00001817 V
  • Combinational share of power: 100.0%
  • Sw Ratio: 39.00%
  • Switching power of the nets: 0.02207 mW
  • Pleak: 0.1256 nW
  • Int Pwr: 0.03452 mW
  • Clock group share of total power: 0%
  • Total chip power: 0.05658 mW

Detailed routing
  • Drt drc: 0
  • Antenna-violating nets left: 0
  • First drt pass iteration count: 2
  • Drt total wl: 569 microns
  • Avg WL per Cell: 7.487 microns
  • DR vias/cell: 2.184
  • DR iter-0 viols: 4
  • Ant diodes: 0
  • Vias: 166

Yosys
  • Netlist Area Pre-Place: 93.84 sq um
  • Top-area cell share: 22.67%
  • Seq share, synth: 0%
  • Top cells by area: nor4_4 (23%), nor2_1 (12%), nor3_2 (11%)
  • Yosys chip area: 93.84 sq um
  • Yosys cell types: 10
  • Synth area leader: nor4_4
  • Mapped Cells: 13
  • Yosys Instances: 13
  • Avg Inst Size Synth: 7.218 sq um
  • Synth warnings: 1

Floorplanning
  • Ports: 13
  • Die height: 80 microns
  • Die Wd: 80 microns
  • Chip Area: 0.006400 sq mm
  • Floorplan core area: 0.003416 sq mm
  • Init Core Util: 2.747%
  • Placement Rows: 21

Finish
  • Share of layout cells above drive strength 1: 56.67%
  • CLK BUF: 0
  • Non-Filler Instances: 76
  • Synth-to-layout area growth: 221.3%
  • FFs & Latches: 0
  • Reg area: 0 sq um

Place
  • Inst Count DP: 72
  • Gpl congestion: 0.7157
  • Port-buffer cells: 13
  • Place WS: -0.6889 ns
  • HPWL Detailed: 469 microns

Global routing
  • Vias in the first global route: 165
  • Largest net degree at the start of global routing: 4
  • Global-route wire length before repair: 869 microns
  • Initial antenna violation count: 0
  • Total global-route track usage: 1.662%
  • Remaining global-route overflow: 0

Min path
  • Min-delay src: x[5]
  • HP Class: primary input to output pin

Job
  • Tool Warnings: 33
  • Max Cap Viol: 0
-- cells in the mapped netlist --
cell type and n:
a221oi_1 1, and3b_1 1, nand2b_1 1, a31oi_1 1, nor2_1 3, nor3_2 1
o31a_1 1, nor4_4 1, inv_1 2, nor3_1 1
-- timing repair --
action	in CTS	in global routing
resized	35	6
pin swaps	5	5
hold buffers	0	0
setup endpoints to repair	4	3
buffers inserted	3	1
-- layout make-up --
type,instances,area [sq um]
well taps,46,57.56
repair buffers,17,136.4
fillers,406,3114
multi-input cells,11,100.1
inverters,2,7.507
-- cell usage in the layout (no fill, tap or decap) --
master / synthesis / final
nand2b_1: 1 / 1
nor4_4: 1 / 1
clkdlybuf4s15_1: 0 / 1
a221oi_2: 0 / 1
clkbuf_2: 0 / 1
nor2_2: 0 / 1
a31oi_1: 1 / 1
buf_2: 0 / 4
nor3_2: 1 / 2
o31a_1: 1 / 1
clkdlybuf4s50_1: 0 / 1
buf_4: 0 / 4
inv_1: 2 / 1
inv_2: 0 / 1
and3b_1: 1 / 1
buf_6: 0 / 1
dlygate4sd2_1: 0 / 4
buf_8: 0 / 1
nor2_1: 3 / 2
-- final timing paths --
kind / end / slack [ns] / cells past startpoint
setup / recovery: y[0] / 0.05 / 6
hold / removal: y[0] / 0.96 / 4
-- kinds of logic after synthesis --
logic type / after synthesis / share of synthesized area (%)
AND/OR/NAND/NOR: 8 / 66.67
buffers and inverters: 2 / 8.003
AND-OR/OR-AND: 3 / 25.34
-- layer usage --
metal	track usage (%)	up-vias	part of all wire, %
met5	0	-	0
li1	-	83	-
met2	2.889	8	47
met4	0	0	0
met1	1.912	75	34
met3	0.7955	0	19
-- power by group through the flow --
stage	Clock, mW	Sequential (mW)	Combinational (mW)
4_1_cts	0	0	0.0561
5_1_grt	0	0	0.0628
6_report	0	0	0.0566
-- through the flow --
| stage | area (sq um) | util [%] |
|---|---|---|
| 6_report | 301.5 | 8.828 |
| 5_1_grt | 301.5 | 8.828 |
| 4_1_cts | 302.8 | 8.864 |
| 3_5_place_dp | 281.5 | 8.242 |
| 3_3_place_gp | 281.5 | 8.242 |
| 2_1_floorplan | 93.84 | - |
Power is estimated from default activity; no workload was simulated.
