==> flow/design.v <==
module add #(n = 8)(
        input [n-1:0] a,
        input [n-1:0] b,
        output [n-1:0] result,
        output carry,
        output overflow,
        output zero
);
        assign {carry, result} = a + b;
        assign overflow = (a[n-1] == b[n-1]) && (result[n-1] != a[n-1]);
        assign zero = ~(|result);
endmodule
==> flow/run.sh <==
#!/bin/bash
# OpenROAD 26Q1-2900-gdf79404cd8, Yosys 0.63+post, stock flow scripts
make -C /OpenROAD-flow-scripts/flow DESIGN_CONFIG=/design/flow/config.mk WORK_HOME=/design/flow/orfs finish
==> flow/config.mk <==
export PLATFORM = sky130hd
export DESIGN_NAME = add
export DESIGN_NICKNAME = add
export VERILOG_FILES = /design/flow/design.v
export SDC_FILE = /design/flow/constraint.sdc
export NUM_CORES = 4
export LEC_CHECK = 1
export CORE_AREA = 10 10 70 70
export DIE_AREA = 0 0 80 80
==> flow/constraint.sdc <==
current_design add

set clk_period 8.5
set clk_io_pct 0.2

create_clock -name clk0 -period $clk_period

set non_clock_inputs [all_inputs -no_clocks]
set_input_delay [expr $clk_period * $clk_io_pct] -clock clk0 $non_clock_inputs
set_output_delay [expr $clk_period * $clk_io_pct] -clock clk0 [all_outputs]
==> metrics.txt <==
# HELP chip_impl_metric Flow report values
# TYPE chip_impl_metric gauge
chip_impl_info{name="outcome",value="complete, no violations"} 1
chip_impl_metric{name="routed-wl-met3",unit="µm"} 207
chip_impl_metric{name="syn_avg_cell_area",unit="µm²"} 7.94
chip_impl_metric{name="gp_congestion",unit=""} 0.779
chip_impl_metric{name="worst_slew_margin_rel",unit="%"} 81.1
chip_impl_metric{name="period_used_share",unit="%"} 71.4
chip_impl_info{name="critical_path.startpoint_type",value="input port"} 1
chip_impl_metric{name="dr.first_iter.drc_count",unit=""} 6
chip_impl_metric{name="multi_input_comb_area",unit="µm²"} 327
chip_impl_metric{name="cts_resized",unit=""} 0
chip_impl_metric{name="synthDistinctLibCells",unit=""} 22
chip_impl_info{name="end_kind",value="output port"} 1
chip_impl_metric{name="place_hpwl",unit="µm"} 1190
chip_impl_metric{name="crit_path_time_final",unit="ns"} 6.07
chip_impl_metric{name="num-fill-cells",unit=""} 384
chip_impl_metric{name="worst_ep_required_time",unit="ns"} 6.80
chip_impl_metric{name="syn_area",unit="µm²"} 342
chip_impl_metric{name="detail-route-antenna-nets",unit=""} 0
chip_impl_info{name="timing.critical_path.cells",value="clkdlybuf4s50_1, ha_1, inv_1, fa_1, nor2b_1, o31a_2, a21oi_1, or4b_1, nor3_2, clkdlybuf4s50_1"} 1
chip_impl_metric{name="die-height",unit="µm"} 80
chip_impl_metric{name="critPathMaxStageDelay",unit="ns"} 0.56
chip_impl_metric{name="timing.final.max_slew_violations",unit=""} 0
chip_impl_metric{name="die-area",unit="mm²"} 0.00640
chip_impl_metric{name="port_buffers",unit=""} 27
chip_impl_metric{name="hold-path-cell-count",unit=""} 3
chip_impl_metric{name="vias",unit=""} 408
chip_impl_metric{name="utilization",unit="%"} 19.6
chip_impl_metric{name="ys_cells",unit=""} 43
chip_impl_metric{name="leakage",unit="nW"} 0.258
chip_impl_metric{name="drive_above_1_share",unit="%"} 5.71
chip_impl_metric{name="postSynthCellCount",unit=""} 43
chip_impl_metric{name="worst_hold_margin",unit="ns"} 4.46
chip_impl_metric{name="path_max_fanout",unit=""} 3
chip_impl_metric{name="log.warning_count",unit=""} 32
chip_impl_metric{name="die_width",unit="µm"} 80
chip_impl_metric{name="via_count_of_the_first_global_routing_pass",unit=""} 430
chip_impl_metric{name="setup_tns",unit="ns"} 0
chip_impl_metric{name="area_delta_synth_final",unit="%"} 96.0
chip_impl_metric{name="numSequentialCells",unit=""} 0
chip_impl_info{name="critical_path.top_delay_family",value="buffers and inverters"} 1
chip_impl_info{name="grt_setup_unrepaired",value="no"} 1
chip_impl_metric{name="grt_start_max_net_pins",unit=""} 6
chip_impl_metric{name="yosys-stat-area",unit="µm²"} 342
chip_impl_metric{name="drcViolationCount",unit=""} 0
chip_impl_metric{name="report.power.total",unit="W"} 0.0000474
chip_impl_metric{name="initial_antenna_violation_count",unit=""} 0
chip_impl_metric{name="power.density_cell_area",unit="mW/mm²"} 70.9
chip_impl_metric{name="gr-total-overflow",unit=""} 0
chip_impl_metric{name="cts_setup_buffers",unit=""} 0
chip_impl_metric{name="final.clkbuf_count",unit=""} 0
chip_impl_metric{name="met2_wirelength",unit="µm"} 442
chip_impl_metric{name="core_region_area",unit="mm²"} 0.00342
chip_impl_metric{name="worst-slew-pin-transition",unit="ns"} 0.283
chip_impl_metric{name="grt_pass1_wl",unit="µm"} 2010
chip_impl_metric{name="wl_per_cell",unit="µm"} 11.0
chip_impl_metric{name="worst-path-stages",unit=""} 10
chip_impl_metric{name="ctsHoldBuffers",unit=""} 0
chip_impl_metric{name="finalHoldViolations",unit=""} 0
chip_impl_metric{name="fmaxAchievable",unit="MHz"} 165
chip_impl_metric{name="reported_max_cap_violation_count",unit=""} 0
chip_impl_metric{name="m1WireLength",unit="µm"} 620
chip_impl_metric{name="global_route.usage.total",unit="%"} 3.79
chip_impl_metric{name="detail_route.wirelength",unit="µm"} 1270
chip_impl_info{name="worstHoldPathType",value="input port to output port"} 1
chip_impl_metric{name="cp.arrival",unit="ns"} 4.37
chip_impl_info{name="layout_top_cells_excl_fill_tap",value="sky130_fd_sc_hd__clkdlybuf4s50_1, sky130_fd_sc_hd__ha_1, sky130_fd_sc_hd__inv_1, sky130_fd_sc_hd__a21oi_1"} 1
chip_impl_metric{name="storage_cell_area",unit="µm²"} 0
chip_impl_metric{name="yosysWarnings",unit=""} 0
chip_impl_metric{name="core_utilization_at_floorplan",unit="%"} 10.0
chip_impl_metric{name="rows",unit=""} 21
chip_impl_info{name="cp_common_cell",value="sky130_fd_sc_hd__clkdlybuf4s50_1"} 1
chip_impl_metric{name="detail_route.antenna_diodes",unit=""} 0
chip_impl_metric{name="synth_sequential_area_ratio",unit="%"} 0
chip_impl_metric{name="route.detailed.vias_per_inst",unit=""} 3.52
chip_impl_info{name="crit_slowest_cell",value="sky130_fd_sc_hd__or4b_1"} 1
chip_impl_info{name="layout_top_cell_excl_fill_tap",value="sky130_fd_sc_hd__clkdlybuf4s50_1"} 1
chip_impl_info{name="top_layer",value="met3"} 1
chip_impl_info{name="setup.worst_path.class",value="input port to output port"} 1
chip_impl_metric{name="io_pins",unit=""} 27
chip_impl_metric{name="power.ir.vdd_worst",unit="mV"} 0.0174
chip_impl_metric{name="drt-pass1-iter-count",unit=""} 3
chip_impl_metric{name="cp.buffers_inverters",unit=""} 3
chip_impl_metric{name="timing.final.setup_violations",unit=""} 0
-- Yosys cell counts, drive strengths merged --
master	count	share of area, %
a211oi	1	3.7
a21o	1	2.2
a21oi	4	5.9
fa	1	5.9
ha	8	29
inv	4	4.4
nand2b	1	1.8
nor2	3	3.3
nor2b	1	1.8
nor3	2	4.4
o211ai	1	2.2
o21a	2	4.4
o21ai	4	5.9
o22ai	1	1.8
o31a	2	5.5
or2	1	1.8
or4b	1	2.9
xnor2	3	7.7
xor2	2	5.1
-- stage by stage --
step | instance area, µm² | worst slack, ns | std cells
after floorplan | 342 | 3.58 | 43
final | 669 | 2.43 | 116
after CTS | 669 | 2.40 | 116
after detailed placement | 669 | 2.41 | 116
after global routing | 669 | 2.28 | 116
after global placement | 669 | 2.48 | 116
-- layout make-up --
type               count  share of cell area [%]
repair buffers        27                    40.4
well taps             46                    8.60
multi-input cells     39                    48.8
inverters              4                    2.24
-- per-layer routing --
metal / vias up / GRT usage (%)
met3: 0 / 2.39
met2: 19 / 4.90
met4: 0 / 0
met5: - / 0
li1: 213 / -
met1: 176 / 5.42
-- cells by family after synthesis --
family | Yosys count | synth area share, %
AOI/OAI and AO/OA | 16 | 31.5
xor gates and xnor gates | 5 | 12.8
adders and majority gates | 9 | 35.2
buffers and inverters | 4 | 4.39
and+or+nand+nor | 9 | 16.1
-- where the power goes --
part	internal [W]	switching, W	total [W]
Clock	0	0	0
Combinational	0.0000303	0.0000172	0.0000474
Sequential	0	0	0
-- path summary, 6_finish.rpt --
kind / start / endpoint
worst min-delay path: b[0] / result[0]
worst max-delay path: a[0] / zero
No activity file was given, so power comes from the tool's default toggle rates.
