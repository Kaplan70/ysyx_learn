==> design/flow/design.v <==
module nixie_decode47(
        input [3:0]x,
        output reg [6:0]y
);
        always @(x) begin
                case(x)
                        4'b0000: y = 7'b011_1111; 
                        4'b0001: y = 7'b000_0110;
                        4'b0010: y = 7'b101_1011;
                        4'b0011: y = 7'b100_1111; 
                        4'b0100: y = 7'b110_0110;
                        4'b0101: y = 7'b110_1101;
                        4'b0110: y = 7'b111_1101; 
                        4'b0111: y = 7'b000_0111;
                        default: y = 7'b111_1111;
                endcase
        end
endmodule
==> design/flow/run.sh <==
#!/bin/bash
# OpenROAD 26Q1-2900-gdf79404cd8, Yosys 0.63+post, stock flow scripts
make -C /OpenROAD-flow-scripts/flow DESIGN_CONFIG=/design/flow/config.mk WORK_HOME=/design/flow/orfs finish
==> design/flow/config.mk <==
export PLATFORM = sky130hd
export DESIGN_NAME = nixie_decode47
export DESIGN_NICKNAME = nixie_decode47
export VERILOG_FILES = /design/flow/design.v
export SDC_FILE = /design/flow/constraint.sdc
export NUM_CORES = 4
export LEC_CHECK = 1
export CORE_AREA = 10 10 70 70
export DIE_AREA = 0 0 80 80
==> design/flow/constraint.sdc <==
current_design nixie_decode47

set clk_period 1.7
set clk_io_pct 0.2

create_clock -name clk0 -period $clk_period

set non_clock_inputs [all_inputs -no_clocks]
set_input_delay [expr $clk_period * $clk_io_pct] -clock clk0 $non_clock_inputs
set_output_delay [expr $clk_period * $clk_io_pct] -clock clk0 [all_outputs]
==> results.sh <==
# flow metrics
export IMPL_outcome="complete, no violations"
export IMPL_grt_pass1_vias=214
export IMPL_grt_start_max_net_pins=9
export IMPL_hold_violations=0
export IMPL_flops=0
export IMPL_rsz0062_at_grt="false"
export IMPL_drt_vias_per_instance=2.38
export IMPL_drc=0
export IMPL_drt_iter0_markers=11
export IMPL_die_w_um=80
export IMPL_setup_violations_final=0
export IMPL_vdd_ir_drop_max_v=0.0000256
export IMPL_leakagePower_nw=0.170
export IMPL_grt_pass1_wl_um=1040
export IMPL_diodes=0
export IMPL_met2_length_um=206
export IMPL_dieArea_um2=6400
export IMPL_syn_area_um2=163
export IMPL_initial_core_util_pct=4.76
export IMPL_synth_distinct_cells=8
export IMPL_yosysWarnings=1
export IMPL_routed_wl_met3_um=89
export IMPL_fillers=401
export IMPL_worst_slew_pin_slew_ns=0.212
export IMPL_drv_slew=0
export IMPL_crit_path_max_incr_delay_ns=0.27
export IMPL_ys_chip_area_um2=163
export IMPL_io_buffers=11
export IMPL_clockBufferCount=0
export IMPL_synth_avg_cell_area_um2=7.07
export IMPL_num_rows=21
export IMPL_num_vias=202
export IMPL_drt_total_wl_um=599
export IMPL_holdBufCountCts=0
export IMPL_placed_cell_area_um2=360
export IMPL_grt_overflow=0
export IMPL_area_delta_synth_final_pct=146
export IMPL_maxCapViolCount=0
export IMPL_min_delay_path_class="in2out"
export IMPL_required_ns=1.36
export IMPL_drive_gt1_share_pct=38.5
export IMPL_design_core_area_um2=3420
export IMPL_power_total_mw=0.0674
export IMPL_cp_num_buf_inv=2
export IMPL_wire_per_inst_um=7.05
export IMPL_wl_met1_um=304
export IMPL_grt_usage_pct=1.89
export IMPL_antenna_left=0
export IMPL_io_pins=11
export IMPL_critPathLaunchType="input port"
export IMPL_antenna_found_initial=0
export IMPL_fin_area_um2=400
export IMPL_path_cells="clkdlybuf4s15_2, nand2b_1, a21o_1, dlygate4sd2_1"
export IMPL_globalplace_congestion=0.779
export IMPL_p_per_area_nw_per_um2=168
export IMPL_endpoint_kind="primary output"
export IMPL_warning_count=37
export IMPL_critPathTopFamily="buffers and inverters"
export IMPL_dr_pass1_iters=2
export IMPL_final_period_utilization_pct=92.4
export IMPL_fin_util_pct=11.7
export IMPL_routed_top_layer="met3"
export IMPL_fin_crit_ns=1.57
export IMPL_seq_area_um2=0
export IMPL_synth_cells=23
export IMPL_ys_seq_share_pct=0
export IMPL_crit_fanout=8
export IMPL_die_h_um=80
export IMPL_crit_start="x[2]"
export IMPL_min_from="x[2]"
export IMPL_critPathKind="in2out"
export IMPL_max_freq_mhz=636
export IMPL_cp_arrival_ns=1.23
export IMPL_slew_headroom_pct=85.9
export IMPL_ys_cells=23
export IMPL_dp_hpwl_um=479
export IMPL_critical_path_slowest_cell="clkdlybuf4s15_2"
[per-stage QoR]
step           hold slack [ns]  setup WS, ns  std cells  setup TNS, ns
2_1_floorplan            0.714         0.390         23              0
3_3_place_gp              1.76        -0.567         84          -3.39
3_5_place_dp              1.76        -0.569         84          -3.30
4_1_cts                   1.25       0.00165         85              0
5_1_grt                   1.23        0.0482         85              0
6_report                  1.16         0.129         85              0
[tightest hold or removal path, cell delays in order]
cell and delay [ns]:
clkdlybuf4s15_2 0.27, nand3_1 0.12, dlymetal6s2s_1 0.09
[cell type report]
class	instances	area [µm²]	share of cell area, %
timing repair buffer	16	143	35.6
tap	46	57.6	14.4
multi-input combinational	20	186	46.6
inverter	3	13.8	3.44
[cells in the mapped netlist]
master / instances / area, µm²
ha_1: 6 / 75.1
nand2b_1: 4 / 25.0
inv_1: 3 / 11.3
nand2_1: 3 / 11.3
a21o_1: 2 / 15.0
nand3_1: 2 / 10.0
nor2_1: 2 / 7.51
o211ai_1: 1 / 7.51
[cell usage in the layout, fill, tap and decap left out, types with 2 or more instances in the layout]
cell type / synthesis / routed
a21o_1: 2 / 2
buf_4: 0 / 4
buf_6: 0 / 2
dlygate4sd2_1: 0 / 7
ha_1: 6 / 4
nand2_1: 3 / 3
nand2b_1: 4 / 2
nand2b_4: 0 / 2
nor2_1: 2 / 2
[cells by family (layout without fill, tap and decap cells)]
logic type / count (synthesis) / after routing / synth area share [%]
and+or+nand+nor: 11 / 11 / 33.1
buffers and inverters: 3 / 19 / 6.92
AOI/OAI and AO/OA: 3 / 3 / 13.8
adders and majority gates: 6 / 6 / 46.2
[metal layers]
layer / vias to the layer above / track usage, %
met4: 0 / 0
met2: 9 / 2.81
met1: 85 / 2.64
met5: - / 0
li1: 108 / -
met3: 0 / 0.795
[what timing repair did]
action	4_1_cts	5_1_grt
setup endpoints to repair	7	1
pin swaps	5	0
gates resized	28	1
buffers inserted	1	0
cloned	0	0
[report_power, final]
part | switching, mW | leakage, nW | total (mW) | internal [mW]
logic | 0.0264 | 0.170 | 0.0674 | 0.0409
registers | 0 | 0 | 0 | 0
clock network | 0 | 0 | 0 | 0
[final timing paths]
kind / end / slack, ns / cells past startpoint
max: y[3] / 0.13 / 4
min: y[1] / 1.16 / 3
No activity file was given, so power comes from the tool's default toggle rates.
